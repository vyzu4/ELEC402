<file path="./run.sh">
#!/bin/bash
# OpenROAD 26Q1-2900-gdf79404cd8, Yosys 0.63+post, stock flow scripts
make -C /OpenROAD-flow-scripts/flow DESIGN_CONFIG=/design/flow/config.mk WORK_HOME=/design/flow/orfs finish
</file>
<file path="./config.mk">
export PLATFORM = sky130hd
export DESIGN_NAME = multiplier
export DESIGN_NICKNAME = multiplier
export VERILOG_FILES = /design/flow/design.v
export SDC_FILE = /design/flow/constraint.sdc
export NUM_CORES = 4
export LEC_CHECK = 1
export CORE_UTILIZATION = 50
</file>
<file path="./constraint.sdc">
current_design multiplier

set clk_period 7.2
set clk_io_pct 0.2

create_clock -name clk0 -period $clk_period [get_ports {clk}]

set non_clock_inputs [all_inputs -no_clocks]
set_input_delay [expr $clk_period * $clk_io_pct] -clock clk0 $non_clock_inputs
set_output_delay [expr $clk_period * $clk_io_pct] -clock clk0 [all_outputs]
</file>
<file path="./design.v">
typedef enum logic [2:0] {
    IDLE  = 3'b000,
    WRITE = 3'b001,
    FULL =  3'b010,
    READ = 3'b011,
    DELAY = 3'b100
} state_t;
module multiplier #(    
    parameter LOGDEPTH = 6,
    parameter WIDTH = 32
) (
    input  logic                    clk,  
    input  logic                    rst,      
    input  logic                    EN_mult,  
    output logic                    EN_writeMem,  
    output logic [LOGDEPTH-1:0]     writeMem_addr,  
    input  logic [16-1:0]           mult_input0,
    input  logic [16-1:0]           mult_input1,
    (* dont_touch = "true" *) output reg [WIDTH-1:0]        writeMem_val,  
    output logic                    RDY_mult,  
    input  logic                    EN_blockRead,  
    output logic                    VALID_memVal,  
    output logic [WIDTH-1:0]        memVal_data,  
    output logic                    EN_readMem,  
    output logic [LOGDEPTH-1:0]     readMem_addr,  
    input  logic [WIDTH-1:0]        readMem_val  
);
    (* dont_touch = "true" *) state_t state, next_state;
    logic first_write = 1'b0; 
    logic first_read = 1'b0; 
    logic first_VALID_memVal = 1'b0; 
    (* dont_touch = "true" *) reg [WIDTH-1: 0] product;
    logic [3:0] delay;
    logic [15:0] a_s0, b_s0;
    logic [15:0] a_s1, b_s1;   
    always_ff @(posedge clk) begin
        a_s0 <= mult_input0;
        b_s0 <= mult_input1;
    end
    logic [7:0] p00_s1, p01_s1, p02_s1, p03_s1;
    logic [7:0] p10_s1, p11_s1, p12_s1, p13_s1;
    always_ff @(posedge clk) begin
        a_s1 <= a_s0;
        b_s1 <= b_s0;
        p00_s1 <= a_s0[ 3: 0] * b_s0[ 3: 0];  
        p01_s1 <= a_s0[ 3: 0] * b_s0[ 7: 4];  
        p02_s1 <= a_s0[ 3: 0] * b_s0[11: 8];  
        p03_s1 <= a_s0[ 3: 0] * b_s0[15:12];  
        p10_s1 <= a_s0[ 7: 4] * b_s0[ 3: 0];  
        p11_s1 <= a_s0[ 7: 4] * b_s0[ 7: 4];  
        p12_s1 <= a_s0[ 7: 4] * b_s0[11: 8];  
        p13_s1 <= a_s0[ 7: 4] * b_s0[15:12];  
    end
    logic [7:0] p00, p01, p02, p03;
    logic [7:0] p10, p11, p12, p13;
    logic [7:0] p20, p21, p22, p23;
    logic [7:0] p30, p31, p32, p33;
    always_ff @(posedge clk) begin
        p00 <= p00_s1;
        p01 <= p01_s1;
        p02 <= p02_s1;
        p03 <= p03_s1;
        p10 <= p10_s1;
        p11 <= p11_s1;
        p12 <= p12_s1;
        p13 <= p13_s1;
        p20 <= a_s1[11: 8] * b_s1[ 3: 0];  
        p21 <= a_s1[11: 8] * b_s1[ 7: 4];  
        p22 <= a_s1[11: 8] * b_s1[11: 8];  
        p23 <= a_s1[11: 8] * b_s1[15:12];  
        p30 <= a_s1[15:12] * b_s1[ 3: 0];  
        p31 <= a_s1[15:12] * b_s1[ 7: 4];  
        p32 <= a_s1[15:12] * b_s1[11: 8];  
        p33 <= a_s1[15:12] * b_s1[15:12];  
    end
    logic [31:0] spp0,  spp1,  spp2,  spp3;
    logic [31:0] spp4,  spp5,  spp6,  spp7;
    logic [31:0] spp8,  spp9,  spp10, spp11;
    logic [31:0] spp12, spp13, spp14, spp15;
    logic [31:0] lvl1_0, lvl1_1, lvl1_2, lvl1_3;
    logic [31:0] lvl1_4, lvl1_5, lvl1_6, lvl1_7;
    logic [31:0] lvl2_0, lvl2_1, lvl2_2, lvl2_3;
    logic [31:0] lvl3_0, lvl3_1;
    logic [31:0] sum_comb;
    always_ff @(posedge clk) begin
        spp0  <= p00 << 0;    
        spp1  <= p01 << 4;    
        spp2  <= p02 << 8;    
        spp3  <= p03 << 12;   
        spp4  <= p10 << 4;    
        spp5  <= p11 << 8;    
        spp6  <= p12 << 12;   
        spp7  <= p13 << 16;   
        spp8  <= p20 << 8;    
        spp9  <= p21 << 12;   
        spp10 <= p22 << 16;   
        spp11 <= p23 << 20;   
        spp12 <= p30 << 12;   
        spp13 <= p31 << 16;   
        spp14 <= p32 << 20;   
        spp15 <= p33 << 24;   
    end
    always_ff @(posedge clk) begin
        lvl1_0 <= spp0  + spp1;
        lvl1_1 <= spp2  + spp3;
        lvl1_2 <= spp4  + spp5;
        lvl1_3 <= spp6  + spp7;
        lvl1_4 <= spp8  + spp9;
        lvl1_5 <= spp10 + spp11;
        lvl1_6 <= spp12 + spp13;
        lvl1_7 <= spp14 + spp15;
        lvl2_0 <= lvl1_0 + lvl1_1;
        lvl2_1 <= lvl1_2 + lvl1_3;
        lvl2_2 <= lvl1_4 + lvl1_5;
        lvl2_3 <= lvl1_6 + lvl1_7;
        lvl3_0 <= lvl2_0 + lvl2_1;
        lvl3_1 <= lvl2_2 + lvl2_3;
        sum_comb <= lvl3_0 + lvl3_1;
    end
    always_ff @(posedge clk) begin
        product <= sum_comb;
    end
    always_ff @(posedge clk) begin
        writeMem_val <= product;
    end
    always_comb begin
        memVal_data = readMem_val;   
    end
    always_ff @(posedge clk) begin
        if (rst) begin
            state = IDLE;
            next_state = IDLE;
        end
        else
            state = next_state;
        unique case (state)
            IDLE: begin
                first_write = 1'b0;  
                RDY_mult = 1'b1;
                EN_readMem = 1'b0;
                writeMem_addr = 1'b0;
                EN_writeMem = 1'b0;
                VALID_memVal = 1'b0; 
                delay = 4'b0;
                if (EN_mult == 1'b1) begin
                    next_state = DELAY;
                end
                else begin
                    next_state = IDLE;
                end
            end
            DELAY: begin
                if (delay > 7)
                    next_state = WRITE;
                delay = delay + 1;
            end
            WRITE: begin
                EN_writeMem = 1'b1;
                readMem_addr = 1'b0;
                VALID_memVal = 1'b0; 
                if (writeMem_addr < 6'd61)
                    RDY_mult = 1'b1;
                else
                    RDY_mult = 1'b0;
                if (writeMem_addr <= 6'd62) begin
                    next_state = WRITE;
                    writeMem_addr = !first_write ?  6'b0 : writeMem_addr + 1;
                    first_write = 1'b1;
                end
                else begin
                    next_state = FULL;
                    EN_writeMem = 1'b0;
                    writeMem_addr = 6'b0;
                end
            end
            FULL: begin
                RDY_mult = 1'b0;
                EN_writeMem = 1'b0;
                writeMem_addr = 6'b0;
                EN_readMem = 1'b0;
                readMem_addr = 1'b0;
                first_read = 1'b0; 
                if (EN_blockRead == 1'b1) begin
                    next_state = READ;
                    EN_readMem = 1'b1;
                    readMem_addr = 6'b0;
                end
                else 
                    next_state = FULL;
            end
            READ: begin
                if (readMem_addr < 6'd63) begin
                    next_state = READ;
                    EN_readMem = 1'b1;
                    readMem_addr = readMem_addr + 1;
                    VALID_memVal = 1'b1;
                    first_read = 1'b1;
                end
                else begin
                    next_state = IDLE;
                    RDY_mult = 1'b1;
                    EN_readMem = 1'b0;
                end
            end
            default: next_state = IDLE;
        endcase
    end
endmodule
</file>
==> impl_metrics.ini <==
; implementation run metrics
[synthesis]
ys.flop_type = dfxtp_1
numSynthFlops = 739
top_cell_area_share_pct = 51.0
area_leaders = dfxtp_1, ha_1, fa_1, xnor2_1, and2_1
syn_inst = 2441
synth.distinct_cells = 59
syn-cell-area_um2 = 28200
top_cell = dfxtp_1
synth_chip_area_um2 = 28200
avgSynthCellArea_um2 = 11.6
ys_cells = 2441
ys_top_cells_by_count = dfxtp_1, ha_1, inv_1
ys_seq_share_pct = 53.2
yosysWarnings = 1
yosysTopAreaCell = dfxtp_1
ys_async_sr_fraction_pct = 0
edf_count = 21

[placed_design]
pre_cts_ws_ns = 3.94
io_buffers = 83
gp_congestion = 0.848
place_hpwl_mm = 32.5

[global_routing]
gr-total-overflow = 0
grt_use_total_pct = 17.2
grt_pass1_vias = 15400
grt_first_pass_wirelength_mm = 75.6
grt_max_degree = 17
antenna_found_initial = 3

[worst_setup_path]
crit_type = reg2reg
worst-path-buf-inv = 1
crit_fanout = 16
worst_setup_path_end_kind = register
cpLargestDelayFamily = adder cells
startpoint_type = register
cp_cell_sequence = nand2_1 > fa_1 > inv_1 > fa_1 > ha_1 > a21o_1 > a21oi_1 > o21bai_1 > a21oi_1 > xnor2_1
cpMaxStageDelayCell = dfxtp_1
cp.required_ns = 7.72
worstPathArrival_ns = 3.69
slowest_delay_ns = 0.72

[clock_tree]
root_buffer = clkbuf_16
clock_latency_ns = 0.60
cts_buffer_depth = 3
cts_sinks = 739
cts_buffers = 73
ctsResizeCount = 0
post-cts-setup-buffers = 0
htree_num_levels = 3
clk_pin_slew_ns = 0.07
cts_tree = built
cts_hold_buf = 0

[final_timing]
whs_ns = 0.319
period_minus_slack_ns = 3.17
drv_slew = 0
rsz0062_at_grt = no
max_slew.worst_pin.slew_ns = 0.739
clock_skew_ns = 0.0128
fmax_mhz = 316
period_used_pct = 44.0
hold_viol = 0
finalSetupTns_ns = 0
slew_headroom_pct = 50.2
fin_ws_ns = 4.03
setup_violations = 0

[drt]
wl_per_cell_um = 13.2
ant_nets = 0
dr.pass1.iters = 4
dr_total_vias = 15500
drcViolationCount = 0
drt-initial-drc-count = 505
via_per_inst = 4.63
finalWirelength_mm = 44.2

[power]
power_mw = 12.9
p_leak_nw = 15.0
power.density_nw_per_um2 = 401
max-vdd-ir-drop_uv = 224

[hold_path]
hp-class = reg2reg

[floorplanning]
core_area_um2 = 55400
initCoreUtil_pct = 50.9
die-area_um2 = 57400
ios = 148
dieWidth_um = 240
die_height_um = 240
rows = 86

[job]
warnings = 27
maxCapViolCount = 0

[final_layout]
drive_above_1_share_pct = 4.76
mi_logic_area_um2 = 12200
seqCellArea_um2 = 15000
area_delta_synth_final_pct = 13.9
fillCellCount = 4392

[outcome]
outcome = completed
[sequential cells by signal (all words and copies together) (netlist names), 16 cells and up, named ones only]
name / flops
lvl2_1: 22
lvl2_2: 22
writeMem_val: 32
a_s0: 16
product: 32
b_s1: 16
b_s0: 16
lvl3_1: 24
lvl3_0: 27
lvl2_3: 20
lvl2_0: 22
sum_comb: 32
[where the power goes]
| part | total, mW | internal [mW] | switching, mW |
|---|---|---|---|
| sequential | 5.78 | 5.31 | 0.471 |
| clock | 3.80 | 2.29 | 1.51 |
| combinational | 3.30 | 1.60 | 1.70 |
| total | 12.9 | 9.20 | 3.67 |
[logic make-up (layout without fill, tap and decap cells)]
| kind of cell | count (synthesis) | count (layout) | synth area share [%] |
|---|---|---|---|
| compound gates | 322 | 322 | 7.28 |
| xor+xnor | 213 | 213 | 6.61 |
| fa+ha+maj | 383 | 383 | 19.1 |
| buf+inv | 248 | 410 | 3.73 |
| flops | 739 | 739 | 53.2 |
| mux | 2 | 2 | 0.0710 |
| other cells | 0 | 1 | 0 |
| simple gates | 534 | 534 | 10.0 |
[worst reg2reg max path, stage by stage, from the launching register on]
cell and delay, ns:
dfxtp_1 0.72, nand2_1 0.17, fa_1 0.55, inv_1 0.05, fa_1 0.52, ha_1 0.31
a21o_1 0.15, a21oi_1 0.22, o21bai_1 0.09, a21oi_1 0.18, xnor2_1 0.13
[final timing paths]
check	slack, ns	endpoint	startpoint	cells past startpoint
min reg2reg	0.32	spp7[18]$_DFF_P_	p13[2]$_DFF_P_	0
max	4.03	p22[7]$_DFF_P_	a_s1[8]$_DFF_P_	10
max reg2reg	4.03	p22[7]$_DFF_P_	a_s1[8]$_DFF_P_	10
min	0.32	spp7[18]$_DFF_P_	p13[2]$_DFF_P_	0
[per-stage QoR]
stage	instances	utilization (%)	cell area, µm²
after CTS	3351	58.0	32100
final	3352	58.0	32100
after floorplan	2441	-	28200
after global placement	3219	53.5	29700
after detailed placement	3219	53.5	29700
after global routing	3351	58.0	32100
[layout make-up]
cell class,count,area share [%]
antenna,1,0.00779
clock buffer,101,6.62
clock inverter,31,1.08
inverter,195,2.28
multi-input combinational,1454,37.8
sequential,739,46.7
tap,748,2.91
timing repair buffer,83,2.59
[routing by layer]
metal  share of wire [%]  vias up  GRT usage, %
li1                    -     8233             -
met1                  51     6966          28.0
met2                  40      266          24.1
met3                 6.6       68          4.65
met4                 1.9        0          3.17
met5                   0        -             0
[placed cells by master (no fill, tap or decap), types with 19 or more instances in the layout]
master | Yosys | routed
nor2_1 | 76 | 76
nor2b_1 | 33 | 33
a21o_1 | 64 | 64
and2_1 | 187 | 187
nand3_1 | 27 | 27
nand2b_1 | 20 | 20
and3_1 | 19 | 19
clkbuf_16 | 0 | 76
inv_1 | 195 | 195
ha_1 | 304 | 304
xnor2_1 | 151 | 151
o21bai_1 | 32 | 32
edfxtp_1 | 21 | 21
a21oi_1 | 114 | 114
fa_1 | 79 | 79
clkdlybuf4s50_1 | 0 | 83
nand2_1 | 122 | 122
xor2_1 | 62 | 62
o21ai_0 | 47 | 47
dfxtp_1 | 718 | 718
Power figures rest on the tool's default switching activity, not on a simulated workload.
